`design/flow/run.sh`:
```
#!/bin/bash
# OpenROAD 26Q1-2900-gdf79404cd8, Yosys 0.63+post, stock flow scripts
make -C /OpenROAD-flow-scripts/flow DESIGN_CONFIG=/design/flow/config.mk WORK_HOME=/design/flow/orfs finish
```
`design/flow/config.mk`:
```
export PLATFORM = sky130hd
export DESIGN_NAME = ram
export DESIGN_NICKNAME = ram
export VERILOG_FILES = /design/flow/design.v
export SDC_FILE = /design/flow/constraint.sdc
export NUM_CORES = 4
export LEC_CHECK = 1
export CORE_UTILIZATION = 30
```
`design/flow/constraint.sdc`:
```
current_design ram

set clk_period 4.7
set clk_io_pct 0.2

create_clock -name clk0 -period $clk_period [get_ports {clk}]

set non_clock_inputs [all_inputs -no_clocks]
set_input_delay [expr $clk_period * $clk_io_pct] -clock clk0 $non_clock_inputs
set_output_delay [expr $clk_period * $clk_io_pct] -clock clk0 [all_outputs]
```
`design/flow/design.v`:
```
`timescale 1ns / 1ps
module ram (
    input  logic        clk,
    input  logic        we,
    input  logic [31:0] addr,
    input  logic [31:0] wData,
    output logic [31:0] rData
);
    logic [31:0] mem[0:9];
    always_ff @( posedge clk ) begin
        if (we) mem[addr[31:2]] <= wData;
    end
    assign rData = mem[addr[31:2]];
endmodule
```
==> deck_impl_summary.md <==
Key Metrics from the Run

CTS
  – TritonCTS clock tree: yes
  – Total clock sinks: 320
  – Buffer depth of the longest clock path: 3
  – Max H-tree Level: 2
  – Root Buffer: sky130_fd_sc_hd__clkbuf_16
  – Clock-pin slew of the registers on the worst-case setup and hold paths: 0.05 ns
  – Postcts setup bufs: 0
  – Number of cells upsized or downsized after cts: 0
  – TritonCTS buffer count: 36
  – Total of hold buffers inserted after clock tree synthesis: 0

Die
  – Total core area: slightly above 40,000 um2
  – I/O pin count: 98
  – Floorplan row count: 74
  – Vert. Die Dim: slightly above 200 um
  – Chip Area: 42,100 um2
  – Fp_density: between 30% and 40%
  – Die X-Extent: just over 200 um

Power and ir drop
  – PD cells: 420 nW/um2
  – Total leakage power: about 5 nW
  – Final Power: 6.33 mW
  – Max rail drop VDD: approximately 240 uV

Yosys
  – Most common flop cell mapped by yosys: sky130_fd_sc_hd__edfxtp_1
  – Synthesized instance count: 596
  – Proportion of synthesized chip area in sequential cells: 77.5%
  – Leading cell types by total area after synthesis: sky130_fd_sc_hd__edfxtp_1 (78%), sky130_fd_sc_hd__mux2_2 (6.2%), sky130_fd_sc_hd__mux4_2 (5.8%)
  – Largest area contributor in the synthesized netlist: sky130_fd_sc_hd__edfxtp_1
  – Synthesized area divided by synthesized cell count: 20.8 um2
  – Synthesized chip area reported by yosys: 12,400 um2
  – Proportion of netlist area held by the largest area contributor: 77.5%
  – Register bit count reported by yosys: 320
  – Most frequent cell after synthesis: sky130_fd_sc_hd__edfxtp_1
  – Synth Cell Area: 12,400 um2
  – Most instantiated cells after synthesis: sky130_fd_sc_hd__edfxtp_1 (320), sky130_fd_sc_hd__mux2_2 (68), sky130_fd_sc_hd__nand2_1 (66), sky130_fd_sc_hd__a222oi_1 (32), sky130_fd_sc_hd__mux4_2 (32)
  – Number of distinct standard cells referenced by the synthesized netlist: 19
  – Async S/R FF share, synth: 0%
  – Flip-flops with a built-in enable: 320
  – Count of yosys warnings during synthesis: 1
  – Yosys cell count: 596

Timing
  – Share of the clock period used by the worst path after layout: 87.6%
  – Worst Max-Slew Pin Slew: just under 0.8 ns
  – Unrepaired setup endpoints after global routing: no
  – Summed negative setup slack over all endpoints: 0 ns
  – Max-slew violation count: 0
  – Final critical path time including I/O delays and setup: ~4 ns
  – Total setup violations reported at the end of the flow: 0
  – Final worst hold slack: 1.21 ns
  – Fin. Hold Viols: 0
  – Upper clock frequency limit: 243 MHz
  – Slew headroom: 47.4%

Route
  – Total routed wirelength: 25,600 um
  – Total iterations of the first detailed-routing run: 24
  – WL per Instance: 20.4 um
  – Drt via density: 4.79
  – Starting DRT DRC Count: 434
  – Number of remaining DRC errors: 0
  – Number of nets with antenna violations after routing: 0
  – Routed via count: 6,012

Outcome
  – Run status: complete, no violations

Critical path
  – Worst path arrival time: 3.18 ns
  – Worst setup path class: input port to output port
  – Buffers & Inverters on Critical Path: 3
  – Cell with the biggest individual delay on the critical path: sky130_fd_sc_hd__buf_6
  – Category of cells accounting for the largest share of critical-path delay: buffers and inverters
  – Largest incremental delay on the critical path: 0.51 ns
  – Critical path launch point type: input port
  – Cells along the critical path: buf_6, buf_4, mux2_2, a222oi_1, nand2_1, clkdlybuf4s50_1
  – Max Fanout on Critical Path: 60
  – Worst endpoint required time: 3.76 ns
  – Critical path endpoint category: output port

Layout
  – Fraction of layout cells with a size suffix above 1: 30.0%
  – Largest register FFs: 320
  – Filler Cells Inserted: about 3,600
  – Final non-filler cell total: 1,256
  – Final cell area excluding filler cells: approximately 15,000 um2
  – Growth of design area from synthesis to finish: 21.7%

Placed design
  – Buffers added on ports: 69
  – HPWL after DPL: 14,600 um
  – Final weighted congestion in routability-driven placement: approximately 0.75
  – Placed instance area: 13,900 um2
  – Placed Cells incl. Taps: 1,195

Flow run
  – Number of max-cap violations: 0
  – Log Warnings: 53

Global routing
  – GRT Resource Usage Total: 13.4%
  – Via count of the first global-routing pass: 6,524
  – Largest net degree at the start of global routing: 61
  – GRT Residual Overflow: 0
  – Antenna violations before repair: 3
  – Wire length of the first global-routing pass: 39,200 um

Min path
  – Hold WC Path Type: input port to flop
layout make-up:
cell class	instances	area, um2	share of cell area (%)
multi-input cells	243	2630	17.4
repair buffers	100	1000	6.64
diodes	1	2.50	0.0166
well taps	532	666	4.41
flip-flops and latches	320	9610	63.7
clock inverters	16	246	1.63
clock buffers	44	931	6.17
through the flow:
| stage | setup WS, ns | util (%) |
|---|---|---|
| finish | 0.582 | 36.9 |
| global route | 0.452 | 36.9 |
| CTS | 0.570 | 36.9 |
| detailed placement | 0.582 | 34.1 |
| global placement | 0.548 | 34.1 |
| floorplan | 0.545 | - |
cell families (layout without fill, tap and decap cells):
kind of cell	Yosys count	after routing	share of synthesized area [%]
flip-flops	320	320	77.5
multiplexers	128	128	15.2
AND/OR/NAND/NOR	83	83	2.76
buffers and inverters	33	160	1.91
AND-OR/OR-AND	32	32	2.58
other	0	1	0
cells in the final DEF, fill, tap and decap left out, types with 2 or more instances in the layout:
| cell | n |
|---|---|
| sky130_fd_sc_hd__mux2_2 | 68 |
| sky130_fd_sc_hd__mux2_4 | 22 |
| sky130_fd_sc_hd__nand2b_1 | 2 |
| sky130_fd_sc_hd__nor3_2 | 3 |
| sky130_fd_sc_hd__clkdlybuf4s50_1 | 66 |
| sky130_fd_sc_hd__nor2_4 | 8 |
| sky130_fd_sc_hd__buf_4 | 24 |
| sky130_fd_sc_hd__edfxtp_1 | 320 |
| sky130_fd_sc_hd__buf_2 | 2 |
| sky130_fd_sc_hd__mux2_1 | 6 |
| sky130_fd_sc_hd__a222oi_1 | 32 |
| sky130_fd_sc_hd__mux4_2 | 32 |
| sky130_fd_sc_hd__nand2_1 | 66 |
| sky130_fd_sc_hd__bufinv_16 | 6 |
| sky130_fd_sc_hd__clkbuf_16 | 36 |
| sky130_fd_sc_hd__clkinv_1 | 3 |
| sky130_fd_sc_hd__clkinvlp_4 | 2 |
| sky130_fd_sc_hd__nand3b_1 | 2 |
| sky130_fd_sc_hd__buf_12 | 7 |
| sky130_fd_sc_hd__clkbuf_1 | 8 |
| sky130_fd_sc_hd__clkinv_2 | 3 |
layer usage:
layer,vias up,routed length (um),track usage (%)
met5,-,26,0
met4,4,436,2.17
met3,41,3240,7.96
met2,312,11900,19.7
met1,2999,10000,18.3
li1,2656,-,-
report_power, final:
part           internal, mW  total [mW]  switching [mW]
logic                 0.178       0.352           0.174
registers              3.20        3.21          0.0106
clock network          1.74        2.77            1.03
total                  5.11        6.33            1.22
path summary, 6_finish.rpt:
check	from	endpoint	slack (ns)	cells after the start
max	addr[2]	rData[4]	0.58	6
min	wData[12]	mem[9][12]	1.21	1
Power is estimated from default activity; no workload was simulated.
