==> flow/design.v <==
`timescale 1ns / 1ps
module top_sensor (
    input clk,
    input reset,
    inout data,
    input start_trigger,
    output [4:0] led,
    output [7:0] seg_out,
    output [3:0] seg_comm,
    output tx
);
wire [39:0] w_o_data; 
wire [15:0] w_o_data2;
wire [5:0] data_count;
assign w_o_data2 = {w_o_data [39:32],w_o_data[23:16]};
wire w_finish_tick;
wire [5:0] w_o_state;
ila_0 uila(
.clk(clk),
.probe0(data_in),
.probe1(w_o_data[39:25]),
.probe2(data_count),
.probe3(w_o_state)
);
    IOBUF uIO    
    (
    .I(data_out),
    .O(data_in),
    .IO(data),
    .T(data_t)
    );
    sensor_cu u_sen (
        .clk(clk),
        .reset(reset),
        .tick(w_tick),
        .start_trigger(w_start_trigger | w_tick10sec),
        .finish_tick(w_finish_tick),
        .o_data(w_o_data),
        .led(led[4]),
        .o_state(w_o_state),
            .data_in(data_in),
    .data_out(data_out),
    .data_t(data_t),
    .data_count(data_count)
    );
    tick_1us u_tick (
        .clk  (clk),
        .reset(reset),
        .tick (w_tick)
    );
       tick_10sec u_tick10 (
        .clk  (clk),
        .reset(reset),
        .tick (w_tick10sec)
    );
    btn_debounce ubtn (
        .i_btn(start_trigger),
        .clk  (clk),
        .reset(reset),
        .o_btn(w_start_trigger)
    );
    fnd_controlloer ufnd (   
        .clk(clk),
 .reset(reset),
    .count(w_o_data2),
    .seg_out(seg_out),
     .seg_comm(seg_comm)
);
uart_clock uuart_clock (
    .reset(reset),
    .clk(clk),
    .finish_tick(w_finish_tick),
    .start_trigger(w_start_trigger | w_tick10sec),
    .tx(tx),
    .sensor_data(w_o_data2)
);
endmodule
module sensor_cu (
    input clk,
    input reset,
    input tick,
    input start_trigger,
    input data_in,
    output data_out,
    output data_t,
    output start_tick,
    output [39:0] o_data,
    output finish_tick,
    output led,
    output [3:0] o_state,
    output reg [5:0] data_count
);
    parameter IDLE = 4'b0000, START = 4'b0001, WAIT = 4'b0010, WAIT2 = 4'b0011, WAIT3 = 4'b0100;
    parameter SYNC = 4'b0101, DATA = 4'b0110, PAR = 4'b0111, WAIT4 = 4'b1110,DATA2 = 4'b1111;
    reg [3:0] state, next;
    reg [15:0] tick_count, tick_count_next;
    reg data_reg, data_next;
    reg [39:0] o_data_reg, o_data_next;
    reg start_tick_reg, start_tick_next;
    reg finish_tick_reg, finish_tick_next;
    reg  [5:0]data_count_next;
    reg led_reg, led_next;
    reg io_state,io_state_next;
    reg [7:0] real_count, real_count_next;
    assign data_out = data_reg;
    assign data_t = ~io_state;   
    assign start_tick = start_tick_reg;
    assign finish_tick = finish_tick_reg;
    assign led = led_reg;
    assign o_state = state;
    assign o_data = o_data_reg;
    always @(posedge clk, posedge reset) begin
        if (reset) begin
            state <= 0;
            tick_count <= 0;
            data_reg <= 1;
            start_tick_reg <= 0;
            finish_tick_reg <= 0;
            led_reg <= 0;
            io_state <= 0;
            o_data_reg <= 0;
            data_count <= 0;
            real_count <= 0;
        end else begin
            state <= next;
            tick_count <= tick_count_next;
            data_reg <= data_next;
            start_tick_reg <= start_tick_next;
            finish_tick_reg <= finish_tick_next;
            led_reg <= led_next;
            io_state <= io_state_next;
            o_data_reg <= o_data_next;
            data_count <= data_count_next;
            real_count <= real_count_next;
        end
    end
    always @(*) begin
        next = state;
        data_next = data_reg;
        tick_count_next = tick_count;
        start_tick_next = start_tick_reg;
        finish_tick_next = 0;
        led_next = led_reg;
        io_state_next = io_state;
        o_data_next = o_data_reg;
        data_count_next = data_count;
        real_count_next = real_count;
        case (state)
            IDLE: begin
                data_next = 1;
                io_state_next = 1;
                if (start_trigger == 1) begin
                    next = START;
                    data_count_next = 0;
                    real_count_next = 0;
                    o_data_next = 0;
                end
            end
            START:
            if (tick == 1) begin
                data_next = 0;
                tick_count_next = tick_count + 1;
                if (tick_count_next == 18000) begin
                    next = WAIT;
                    data_next = 1;
                    tick_count_next = 0;
                end
            end
            WAIT:
            if (tick == 1) begin
                tick_count_next = tick_count + 1;
                if (tick_count_next == 15) begin
                    next = WAIT2;
                    tick_count_next = 0;
                    io_state_next = 0;
                end
            end
            WAIT2: begin
                if (tick == 1) begin
                    tick_count_next = tick_count + 1;
                    if(tick_count_next == 50) begin
                        tick_count_next = 0;
                    if (data_in ==1) begin
                    next = WAIT3;
                    end
                    end
                end
            end
            WAIT3: begin
                if (data_in == 0) begin
                    next = SYNC;
                end
            end
            SYNC: begin
                if (data_count == 40) begin
                    data_count_next =0;
                    next = PAR;
                end
                else if (data_in == 1) begin
                    real_count_next = real_count +1;
                    if(real_count_next == 100) begin
                    next = DATA;
                    tick_count_next = 0;
                    real_count_next = 0;
                    end
                end
            end
            DATA: begin
                if (data_in == 1) begin
                    if (tick == 1) begin
                        tick_count_next = tick_count + 1;
                         if (tick_count_next> 200) begin
                            tick_count_next =0;
                            next =IDLE;
                    end
                    end
                end else if (data_in == 0) begin
                              next =DATA2; 
                end
            end
            DATA2: begin
                  if (tick_count_next < 50) begin
                        next = SYNC;
                        o_data_next[39-data_count] = 0;
                           data_count_next = data_count +1;
                            tick_count_next = 0;
                    end
                    else begin
                         next = SYNC;
                        o_data_next[39-data_count] = 1;
                          data_count_next = data_count +1;
                        tick_count_next = 0;
                    end                  
            end
            PAR: begin
                io_state_next = 1;
                if(tick == 1) begin
                tick_count_next = tick_count +1;
                end
                if(tick_count_next == 50) begin
                    data_next =1;
                    if( o_data_reg[39:32] + o_data_reg[31:24] + o_data_reg[23:16] +o_data_reg[15:8] != o_data_reg[7:0])
                    begin
                        led_next = 1;
                    end
                    else begin
                        led_next = 0;
                        finish_tick_next = 1;
                    end
                    tick_count_next =0;
                    next = IDLE;
                end
            end
        endcase
    end
endmodule
module tick_1us (
    input  clk,
    input  reset,
    output tick
);
    parameter BAUD_RATE = 9600;
    localparam BAUD_COUNT = 100;
    reg [$clog2(BAUD_COUNT)-1:0] count_reg, count_next;
    reg tick_reg, tick_next;
    assign tick = tick_reg;
    always @(posedge clk, posedge reset) begin
        if (reset == 1) begin
            count_reg <= 0;
            tick_reg  <= 0;
        end else begin
            count_reg <= count_next;
            tick_reg  <= tick_next;
        end
    end
    always @(*) begin
        count_next = count_reg;
        tick_next  = tick_reg;
        if (count_reg == BAUD_COUNT - 1) begin
            count_next = 0;
            tick_next  = 1'b1;
        end else begin
            count_next = count_reg + 1;
            tick_next  = 1'b0;
        end
    end
endmodule
module tick_10sec (
    input  clk,
    input  reset,
    output tick
);
    parameter BAUD_RATE = 9600;
    localparam BAUD_COUNT = 1000_000_000;
    reg [$clog2(BAUD_COUNT)-1:0] count_reg, count_next;
    reg tick_reg, tick_next;
    assign tick = tick_reg;
    always @(posedge clk, posedge reset) begin
        if (reset == 1) begin
            count_reg <= 0;
            tick_reg  <= 0;
        end else begin
            count_reg <= count_next;
            tick_reg  <= tick_next;
        end
    end
    always @(*) begin
        count_next = count_reg;
        tick_next  = tick_reg;
        if (count_reg == BAUD_COUNT - 1) begin
            count_next = 0;
            tick_next  = 1'b1;
        end else begin
            count_next = count_reg + 1;
            tick_next  = 1'b0;
        end
    end
endmodule
==> flow/run.sh <==
#!/bin/bash
# OpenROAD 26Q1-2900-gdf79404cd8, Yosys 0.63+post, stock flow scripts
make -C /OpenROAD-flow-scripts/flow DESIGN_CONFIG=/design/flow/config.mk WORK_HOME=/design/flow/orfs finish
==> flow/config.mk <==
export PLATFORM = sky130hd
export DESIGN_NAME = sensor_cu
export DESIGN_NICKNAME = sensor_cu
export VERILOG_FILES = /design/flow/design.v
export SDC_FILE = /design/flow/constraint.sdc
export NUM_CORES = 4
export LEC_CHECK = 1
export CORE_UTILIZATION = 30
==> flow/constraint.sdc <==
current_design sensor_cu

set clk_period 5.1
set clk_io_pct 0.2

create_clock -name clk0 -period $clk_period [get_ports {clk}]

set non_clock_inputs [all_inputs -no_clocks]
set_input_delay [expr $clk_period * $clk_io_pct] -clock clk0 $non_clock_inputs
set_output_delay [expr $clk_period * $clk_io_pct] -clock clk0 [all_outputs]
==> results.json <==
{
  "dieArea_mm2": 0.0214,
  "fillCellCount": 2087,
  "io_pins": 60,
  "placed_area_mm2": 0.00703,
  "syn_avg_cell_area_um2": 7.95,
  "finalCritPeriodShare_pct": 78.6,
  "status": "complete, no violations",
  "largest_area_cell": "dfrtp_1",
  "dp_hpwl_mm": 12.9,
  "setup_ws_ns": 1.09,
  "slew_headroom_pct": 38.6,
  "area_growth_pct": 17.3,
  "die_x_um": 146,
  "p_sw_uw": 661,
  "clkTransAtPathRegs_ns": 0.07,
  "worstMarginPinSlew_ns": 0.913,
  "end_kind": "register",
  "ys_cells": 785,
  "antenna_found_initial": 0,
  "cts_buffer_depth": 2,
  "grt_pass1_vias": 5672,
  "wire_per_inst_um": 16.8,
  "ir_drop_mv": 0.180,
  "synth-edff-count": 0,
  "gr-total-overflow": 0,
  "fmax_ghz": 0.249,
  "vias": 6013,
  "ant_nets": 0,
  "setup_viol": 0,
  "htreeDepth": 3,
  "yosys_warnings": 1,
  "design.core.area_mm2": 0.0203,
  "numCtsBuffers": 9,
  "swShare_pct": 36.5,
  "hold_slack_ns": 0.509,
  "rsz0062_at_grt": "false",
  "power.leakage_uw": 0.00263,
  "p_clk_share_pct": 34.9,
  "drc": 0,
  "powerDensity_mw_per_mm2": 247,
  "slew_viol_final": 0,
  "synthCells": 785,
  "synthFlopType": "dfrtp_1",
  "postCtsResizedCells": 0,
  "diodes": 0,
  "path_class": "reg -> reg",
  "preCtsSetupSlack_ns": 1.06,
  "lay_top_count": "o21ai_0",
  "tns_ns": 0,
  "cts_setup_buffers": 0,
  "largest_reg_flops": 40,
  "drt-pass1-iter-count": 5,
  "grt_usage_pct": 18.0,
  "layout_top_cells": "o21ai_0, dfrtp_1, nand2_1, nor2_1, a21oi_1",
  "synth_top_area_share_pct": 30.9,
  "hold_path_class": "reg -> reg",
  "worstSetupStartpointType": "register",
  "drt-total-wl_mm": 18.3,
  "synth_flop_count": 78,
  "drive_gt1_share_pct": 5.61,
  "worst-endpoint-required_ns": 5.30,
  "ctsHoldBuffers": 0,
  "clock_latency_ns": 0.35,
  "drt_iter0_markers": 475,
  "p_seq_share_pct": 44.1,
  "viasPerCell": 5.52,
  "fp_util_pct": 30.7,
  "design_area_mm2": 0.00732,
  "comb_power_share_pct": 21.0,
  "worstPathArrival_ns": 4.21,
  "cts_root_buf": "clkbuf_16",
  "fin_crit_ns": 4.01,
  "fp.dieH_um": 146,
  "cp_max_fo": 10,
  "syn_area_mm2": 0.00624,
  "tool_warnings": 32,
  "skew_ns": 0.0104,
  "grt_max_degree": 47,
  "final-hold-violation-count": 0,
  "io_buffer_count": 58,
  "ys_seq_share_pct": 31.3,
  "cts_tree": "built",
  "gp_congestion": 0.900,
  "cap_violations": 0,
  "topCellsByArea": "dfrtp_1, o21ai_0, ha_1",
  "row_count": 52,
  "grt_first_pass_wirelength_mm": 30.4,
  "cts_sinks": 78,
  "internal_power_uw": 1150,
  "synth.distinct_cells": 73,
  "synthArstFlopShare_pct": 100,
  "yosys_area_mm2": 0.00624,
  "finalPower_uw": 1810
}
## critical path, cell delays in order, from the launching register on
cell and delay (ns):
dfrtp_1 0.55, inv_2 0.13, ha_1 0.22, xor2_1 0.39
or3_1 0.20, inv_1 0.05, ha_1 0.34, nor4bb_1 0.30
nand3b_1 0.11, a221o_1 0.42, nor2_1 0.24, nand3_1 0.27
nor2_1 0.27, a21oi_1 0.09, o21ai_0 0.17, o21ai_0 0.10
## cell families (layout without fill, tap and decap cells)
| group | count (synthesis) | after routing | synth area share [%] |
|---|---|---|---|
| XOR/XNOR | 37 | 37 | 5.19 |
| multiplexers | 4 | 4 | 0.662 |
| AND-OR/OR-AND | 253 | 253 | 23.6 |
| buffers and inverters | 73 | 108 | 4.75 |
| other | 1 | 1 | 0.0601 |
| adder cells (fa/ha/maj) | 40 | 40 | 9.71 |
| flip-flops | 78 | 78 | 31.3 |
| AND/OR/NAND/NOR | 299 | 299 | 24.7 |
## power groups by stage
stage	registers, µW	clock network [µW]	logic, µW
4_1_cts	796	643	378
5_1_grt	815	669	427
6_report	798	631	380
## cells in the mapped netlist (16+ instances only)
library cell,n
a21oi_1,60
nand4_1,16
ha_1,26
o21ai_0,119
nor4_1,16
nand2_1,76
xnor2_1,26
clkbuf_1,36
inv_1,21
nor2_1,70
dfrtp_1,77
nand3_1,30
## layout make-up
| class | instances | area [µm²] | share of cell area (%) |
|---|---|---|---|
| clock buffers | 9 | 225 | 3.08 |
| clock inverters | 7 | 58.8 | 0.804 |
| inverters | 23 | 87.6 | 1.20 |
| multi-input cells | 634 | 3990 | 54.5 |
| flip-flops and latches | 78 | 1950 | 26.7 |
| well taps | 270 | 338 | 4.62 |
| repair buffers | 69 | 663 | 9.06 |
## routing by layer
metal	GRT usage, %	part of all wire, %	wire length (µm)	vias up
met2	26.7	44	7970	223
met3	2.48	6.2	1130	31
met1	28.2	48	8700	2849
met5	0	0	0	-
met4	4.01	2.5	464	0
li1	-	-	-	2910
## stage by stage
stage               utilization (%)  std cells
floorplan                         -        785
global placement               34.6       1074
detailed placement             34.6       1074
CTS                            36.0       1090
global route                   36.0       1090
finish                         36.0       1090
## final timing paths
check	start	to	slack [ns]	cells after the start
worst min register to register	led_reg	led_reg	0.51	2
max in group asynchronous	reset	o_data_reg[30]	2.97	3
worst max-delay path	data_count[3]	o_data_reg[4]	1.09	15
worst max register to register	data_count[3]	o_data_reg[4]	1.09	15
worst min-delay path	led_reg	led_reg	0.51	2
min in group asynchronous	reset	tick_count[6]	1.09	2
Power and IR drop assume default switching activity.
