**design/flow/design.v**
```verilog
`timescale 1ns / 1ps
module APB_Master (
    input  logic        PCLK,
    input  logic        PRESET,
    output logic [31:0] PADDR,
    output logic [31:0] PWDATA,
    output logic        PWRITE,
    output logic        PENABLE,
    output logic        PSEL0,
    output logic        PSEL1,
    output logic        PSEL2,
    output logic        PSEL3,
    input  logic [31:0] PRDATA0,
    input  logic [31:0] PRDATA1,
    input  logic [31:0] PRDATA2,
    input  logic [31:0] PRDATA3,
    input  logic        PREADY0,
    input  logic        PREADY1,
    input  logic        PREADY2,
    input  logic        PREADY3,
    input  logic        transfer,   
    output logic        ready,
    input  logic [31:0] addr,
    input  logic [31:0] wdata,
    output logic [31:0] rdata,
    input  logic        write       
);
    logic [31:0] temp_addr_next, temp_addr_reg;
    logic [31:0] temp_wdata_next, temp_wdata_reg;
    logic temp_write_next, temp_write_reg;
    logic decoder_en;
    logic [3:0] pselx;
    assign PSEL0 = pselx[0];
    assign PSEL1 = pselx[1];
    assign PSEL2 = pselx[2];
    assign PSEL3 = pselx[3];
    typedef enum bit [1:0] {
        IDLE,
        SETUP,
        ACCESS
    } apb_state_e;
    apb_state_e state, state_next;
    always_ff @(posedge PCLK, posedge PRESET) begin
        if (PRESET) begin
            state          <= IDLE;
            temp_addr_reg  <= 0;
            temp_wdata_reg <= 0;
            temp_write_reg <= 0;
        end else begin
            state          <= state_next;
            temp_addr_reg  <= temp_addr_next;
            temp_wdata_reg <= temp_wdata_next;
            temp_write_reg <= temp_write_next;
        end
    end
    always_comb begin
        state_next      = state;
        temp_addr_next  = temp_addr_reg;
        temp_wdata_next = temp_wdata_reg;
        temp_write_next = temp_write_reg;
        PADDR           = temp_addr_reg;
        PWDATA          = temp_wdata_reg;
        PWRITE          = 1'b0;
        PENABLE         = 1'b0;
        decoder_en      = 1'b0;
        case (state)
            IDLE: begin
                decoder_en = 1'b0;
                if (transfer) begin
                    state_next      = SETUP;
                    temp_addr_next  = addr;   
                    temp_wdata_next = wdata;
                    temp_write_next = write;
                end
            end
            SETUP: begin
                decoder_en = 1'b1;
                PENABLE    = 1'b0;
                PADDR      = temp_addr_reg;
                if (temp_write_reg) begin
                    PWRITE = 1'b1;
                    PWDATA = temp_wdata_reg;
                end else begin
                    PWRITE = 1'b0;
                end
                state_next = ACCESS;
            end
            ACCESS: begin
                decoder_en = 1'b1;
                PENABLE    = 1'b1;
                PADDR      = temp_addr_reg;
                if (temp_write_reg) begin
                    PWRITE = 1'b1;
                    PWDATA = temp_wdata_reg;
                end else begin
                    PWRITE = 1'b0;
                end
                if (ready) begin
                    state_next = IDLE;
                end
            end
        endcase
    end
    APB_Decoder U_APB_Decoder (
        .en (decoder_en),
        .sel(temp_addr_reg),
        .y  (pselx)
    );
    APB_Mux U_APB_Mux (
        .sel  (temp_addr_reg),
        .d0   (PRDATA0),
        .d1   (PRDATA1),
        .d2   (PRDATA2),
        .d3   (PRDATA3),
        .r0   (PREADY0),
        .r1   (PREADY1),
        .r2   (PREADY2),
        .r3   (PREADY3),
        .rdata(rdata),
        .ready(ready)
    );
endmodule
module APB_Decoder (
    input  logic        en,
    input  logic [31:0] sel,
    output logic [ 3:0] y
);
    always_comb begin
        y = 4'b0;
        if (en) begin
            casex (sel)
                32'h1000_0xxx: y = 4'b0001;
                32'h1000_1xxx: y = 4'b0010;
                32'h1000_2xxx: y = 4'b0100;
                32'h1000_3xxx: y = 4'b1000;
            endcase
        end
    end
endmodule
module APB_Mux (
    input  logic [31:0] sel,
    input  logic [31:0] d0,
    input  logic [31:0] d1,
    input  logic [31:0] d2,
    input  logic [31:0] d3,
    input  logic        r0,
    input  logic        r1,
    input  logic        r2,
    input  logic        r3,
    output logic [31:0] rdata,
    output logic        ready
);
    always_comb begin
        rdata = 32'bx;
        casex (sel)
            32'h1000_0xxx: rdata = d0;
            32'h1000_1xxx: rdata = d1;
            32'h1000_2xxx: rdata = d2;
            32'h1000_3xxx: rdata = d3;
        endcase
    end
    always_comb begin
        ready = 1'b0;
        casex (sel)
            32'h1000_0xxx: ready = r0;
            32'h1000_1xxx: ready = r1;
            32'h1000_2xxx: ready = r2;
            32'h1000_3xxx: ready = r3;
        endcase
    end
endmodule
```
**design/flow/run.sh**
```bash
#!/bin/bash
# OpenROAD 26Q1-2900-gdf79404cd8, Yosys 0.63+post, stock flow scripts
make -C /OpenROAD-flow-scripts/flow DESIGN_CONFIG=/design/flow/config.mk WORK_HOME=/design/flow/orfs finish
```
**design/flow/config.mk**
```make
export PLATFORM = sky130hd
export DESIGN_NAME = APB_Master
export DESIGN_NICKNAME = APB_Master
export VERILOG_FILES = /design/flow/design.v
export SDC_FILE = /design/flow/constraint.sdc
export NUM_CORES = 4
export LEC_CHECK = 1
export CORE_AREA = 10 10 172 172
export DIE_AREA = 0 0 182 182
```
**design/flow/constraint.sdc**
```tcl
current_design APB_Master

set clk_period 5.9
set clk_io_pct 0.2

create_clock -name clk0 -period $clk_period [get_ports {PCLK}]

set non_clock_inputs [all_inputs -no_clocks]
set_input_delay [expr $clk_period * $clk_io_pct] -clock clk0 $non_clock_inputs
set_output_delay [expr $clk_period * $clk_io_pct] -clock clk0 [all_outputs]
```
==> impl_metrics.csv <==
group,metric,value,unit
timing,final-hold-violation-count,0,
cts,htreeDepth,3,
timing,setup_viol,0,
floorplanning,die_w,182,um
yosys,largest_area_cell,"dfrtp_1",
drt,routedWlPerCell,18.9,um
yosys,yosys.cell_count.top_type,"mux2_2",
floorplanning,fp_util,15.8,%
drt,drtIter0Drc,137,
drt,wirelength,19400,um
cts,cts.repair.resized,0,
global_route,grt_first_pass_wirelength,29100,um
yosys,syn_inst,396,
layout,comb_area,2210,um2
layout,ff_latch_area,1700,um2
floorplanning,dieArea,33100,um2
yosys,yosysChipArea,4110,um2
yosys,synthArstFlopShare,100,%
cts,clk_path_buf_depth,2,
yosys,edf_count,0,
placed_design,hpwl,15300,um
cts,cts_tree,"yes",
yosys,synth-main-ff-cell,"dfrtp_1",
yosys,avgSynthCellArea,10.4,um2
run_status,status,"complete, no violations",
yosys,ys_cells,396,
setup_path,startpoint_type,"register",
global_route,grt_max_degree,52,
yosys,yosys_register_bits,68,
global_route,antenna_found_initial,1,
yosys,ys_types,38,
cts,cts_buffers,9,
power_and_ir_drop,switching_share,21.6,%
timing,rsz0062_at_grt,"false",
yosys,syn-cell-area,4110,um2
global_route,grt.total_usage,11.2,%
power_and_ir_drop,power,1.16,mW
floorplanning,die_y,182,um
power_and_ir_drop,p_comb_share,16.5,%
layout,drive_above_1_share,17.7,%
flow_run,warnings,25,
yosys,area_leaders,"dfrtp_1, mux2_2, a21oi_1",
timing,slew_headroom,44.9,%
yosys,yosys-top-cells-count,"mux2_2, dfrtp_1, a21oi_1",
power_and_ir_drop,p_leak,3.14,nW
global_route,grt_pass1_vias,4724,
drt,vias_per_cell,4.22,
cts,clock_latency,0.33,ns
cts,clk_pin_slew,0.06,ns
timing,timing.fmax,0.255,GHz
cts,ctsHoldBuffers,0,
global_route,grt-ovfl-total,0,
cts,cts_root_buf,"clkbuf_16",
timing,slew_violations,0,
min_path,hp-class,"register to register",
power_and_ir_drop,power_density,150,nW/um2
setup_path,crit_fanout,16,
drt,ant_nets,0,
layout,fill_cells,2648,
drt,vias,4329,
setup_path,worstPathArrival,2.75,ns
drt,dr.pass1.iters,6,
power_and_ir_drop,p_seq_share,40.3,%
power_and_ir_drop,power.internal,0.908,mW
timing,fin_setup_tns,0,ns
setup_path,end_kind,"primary output",
timing,finalClockPeriodUsage,66.6,%
timing,setup_slack,1.97,ns
power_and_ir_drop,p_switching,0.250,mW
floorplanning,core,25900,um2
cts,cts_setup_buffers,0,
setup_path,crit_required,4.72,ns
yosys,yosysWarnings,3,
setup_path,critPathKind,"register to primary output",
layout,area_delta_synth_final,88.4,%
yosys,ys_seq_share,41.5,%
timing,worst_pin_slew,0.827,ns
placed_design,gp_congestion,0.822,
timing,clock_skew,0.00728,ns
timing,min_period,3.93,ns
placed_design,io_buffer_count,302,
yosys,synth_top_area_share,40.8,%
drt,drc,0,
flow_run,maxCapViolCount,0,
power_and_ir_drop,ir_drop,0.000146,V
placed_design,dp_worst_setup_slack,2.06,ns
floorplanning,rows,59,
floorplanning,pin_count,303,
power_and_ir_drop,clkPwrFrac,43.2,%
cts,cts_sinks,68,
[layout by cell type (no fill, tap or decap), types with 2 or more instances in the layout]
cell type        count
clkdlybuf4s50_1    302
clkinv_2             3
nor4_1               5
dfrtp_1             66
clkbuf_16            9
a21oi_1             63
nor2_1               7
buf_4               11
nand2b_1            21
o211ai_2             8
o21ai_0             10
nor2b_1             24
a32oi_1             10
nand2_1             11
inv_1                2
clkinv_4             2
o211ai_1             2
a31oi_1             21
and2_1              12
mux2_2              77
nor4b_1              2
mux2i_1              2
[path summary, 6_finish.rpt]
kind	from	endpoint	slack, ns	cells past startpoint
min in group asynchronous	PRESET	temp_wdata_reg[26]$_DFFE_PP0P_	1.20	2
setup / recovery	temp_addr_reg[26]$_DFFE_PP0P_	PSEL2	1.97	5
max in group asynchronous	PRESET	temp_addr_reg[13]$_DFFE_PP0P_	3.65	3
hold reg to reg	state[2]$_DFF_PP0_	state[1]$_DFF_PP0_	0.48	1
hold / removal	state[2]$_DFF_PP0_	state[1]$_DFF_PP0_	0.48	1
setup reg to reg	state[0]$_DFF_PP1_	temp_addr_reg[22]$_DFFE_PP0P_	3.66	3
[worst max-delay path: stages, from the launching register on]
cell and delay (ns):
dfrtp_1 0.41, nor4b_1 0.39, and4_2 0.50, nand2_4 0.25
nor4b_1 0.33, clkdlybuf4s50_1 0.53
[power by group through the flow]
stage | Combinational [mW] | Clock, mW | Sequential [mW]
global route | 0.206 | 0.539 | 0.467
finish | 0.191 | 0.500 | 0.467
CTS | 0.194 | 0.524 | 0.467
[per-stage QoR]
step	std cells	hold WS, ns	instance area, um2	utilization (%)
after global placement	1010	0.459	7450	28.8
after global routing	1026	0.515	7730	29.8
final	1027	0.481	7730	29.9
after floorplan	396	0.444	4110	-
after CTS	1026	0.487	7730	29.8
after detailed placement	1010	0.467	7450	28.8
[layer usage]
metal	up-vias	routed length, um	GRT usage [%]
li1	2039	-	-
met1	2003	7870	13.5
met3	19	2920	6.36
met4	0	345	1.82
met5	-	0	0
met2	268	8250	17.5
[area by class of cell]
cell class	count	share of cell area (%)
Antenna cell	1	0.0324
Clock buffer	10	3.09
Clock inverter	6	0.518
Inverter	3	0.146
Multi-Input combinational cell	291	28.6
Sequential cell	68	22.0
Tap cell	335	5.42
Timing Repair Buffer	313	40.1
[logic make-up after synthesis]
group	count (synthesis)	synth area share (%)
AOI/OAI and AO/OA	118	17.8
and+or+nand+nor	94	14.4
buffers and inverters	37	4.63
DFF	68	41.5
muxes	79	21.6
Power and IR drop assume default switching activity.
